[flow/run.sh]
#!/bin/bash
# OpenROAD 26Q1-2900-gdf79404cd8, Yosys 0.63+post, stock flow scripts
make -C /OpenROAD-flow-scripts/flow DESIGN_CONFIG=/design/flow/config.mk WORK_HOME=/design/flow/orfs finish
[flow/design.v]
module spi_slave (
    input clk,          
    input rst_n,        
    input mosi,         
    input ss_n,         
    output reg miso,         
    output reg [9:0] rx_data,  
    output reg rx_valid,     
    input [7:0] tx_data,  
    input tx_valid      
);
localparam IDLE         = 3'b000,
           CHK_CMD      = 3'b001,
           WRITE        = 3'b010,
           READ_DATA    = 3'b011,
           READ_ADDRESS = 3'b100;
reg [9:0] shift_reg;
reg [2:0] cs,ns;
reg [3:0] bit_cnt;
reg read_data_or_addr;  
reg finished_read_flag;
reg [2:0] tx_bit_cnt;  
reg [3:0] flag=0;
reg flag2 =0;
always @(posedge clk , negedge rst_n) begin
    if (~rst_n) begin
        cs<=IDLE;
    end
    else 
        cs<=ns;
end
always @(cs,mosi,ss_n) begin
    case (cs)
        IDLE: begin
            if (ss_n == 0) begin
                ns = CHK_CMD;
            end
            else ns = IDLE;
        end
        CHK_CMD: begin
            if (ss_n == 0) begin
                if (mosi == 0) begin
                    ns = WRITE;
                end else if(mosi == 1)begin
                    if (!read_data_or_addr) begin 
                        ns = READ_ADDRESS;
                    end else begin
                        ns = READ_DATA;
                    end
                end
            end
            else ns = IDLE;
        end
        WRITE: begin
            if (ss_n == 0 && bit_cnt <= 4'd10) begin
                ns = WRITE;
            end
            else ns = IDLE;
        end
        READ_ADDRESS: begin
            if (ss_n == 0 && bit_cnt <= 4'd10) begin
                ns = READ_ADDRESS;
            end
            else begin ns = IDLE; read_data_or_addr = 1;end
        end
        READ_DATA: begin
            if (ss_n == 0 && finished_read_flag == 0) begin
                ns = READ_DATA;
            end
            else begin ns = IDLE; read_data_or_addr = 0; end
        end
        default: ns = IDLE; 
    endcase
end
integer i=0;
always @(posedge clk) begin
        case (cs)
                IDLE: begin    
                    bit_cnt <= 0;
                    rx_valid <= 0;
                    tx_bit_cnt <= 0;
                    finished_read_flag <= 0;
                    shift_reg <= 0;
                    read_data_or_addr <= 0;
                end
                CHK_CMD: begin
                end
                WRITE: begin
                    if (bit_cnt ==9) begin
                        rx_data <= shift_reg;
                        rx_valid <= 1;
                    end
                    else begin
                    shift_reg <= {shift_reg[8:0], mosi};
                    bit_cnt <= bit_cnt + 1;
                    end
                end
                READ_ADDRESS: begin
                    shift_reg = {shift_reg[8:0], mosi};
                    bit_cnt = bit_cnt + 1;  
                    if (bit_cnt == 10) begin
                        rx_data = shift_reg;
                        rx_valid = 1;
                        bit_cnt = bit_cnt + 1;
                    end
                end
                READ_DATA: begin
                    shift_reg = {shift_reg[8:0], mosi};
                    bit_cnt = bit_cnt + 1;  
                    if (bit_cnt == 10) begin
                        rx_data = shift_reg;
                        rx_valid = 1;
                        bit_cnt = bit_cnt + 1;
                    end
                    if (tx_valid) begin
                    miso <= tx_data[7 - tx_bit_cnt];
                    tx_bit_cnt <= tx_bit_cnt + 1;
                    if (tx_bit_cnt == 7) begin
                        finished_read_flag <= 1;
                    end
                end else begin
                    miso <= 0;  
                end
                end
                default: begin
                    bit_cnt <= 0;
                    rx_valid <= 0;
                    miso <= 0;
                end
            endcase
end
endmodule
[flow/config.mk]
export PLATFORM = sky130hd
export DESIGN_NAME = spi_slave
export DESIGN_NICKNAME = spi_slave
export VERILOG_FILES = /design/flow/design.v
export SDC_FILE = /design/flow/constraint.sdc
export NUM_CORES = 4
export LEC_CHECK = 1
export CORE_UTILIZATION = 40
[flow/constraint.sdc]
current_design spi_slave

set clk_period 2.3
set clk_io_pct 0.2

create_clock -name clk0 -period $clk_period [get_ports {clk}]

set non_clock_inputs [all_inputs -no_clocks]
set_input_delay [expr $clk_period * $clk_io_pct] -clock clk0 $non_clock_inputs
set_output_delay [expr $clk_period * $clk_io_pct] -clock clk0 [all_outputs]
==> run_results.csv <==
group,metric,value,unit
status,outcome,"finished, final reports clean",
layout,filler_cell_count,361,
synth,synthCells,137,
run,cap_viol_max_count,0,
synth,synth-async-reset-ratio,0.143,
synth,top_area_frac,0.520,
floorplanning,fp_util,0.424,
place,place_congestion,0.912,
setup_path,r2r_start,"bit_cnt[0]",
timing,setup_viol,0,
floorplanning,chip_area,4600,sq um
layout,final_common_cell,"edfxtp_1",
timing,finalClockPeriodUsage,0.881,
place,placed_area,2030,sq um
layout,lay_top_cells,"edfxtp_1, clkdlybuf4s50_1, nor2b_1",
floorplanning,die_y,67.8,microns
setup_path,cp-start-kind,"flop",
timing,min_period,2030,ps
route,wl_per_cell,13.3,microns
cts,cts_hold_buf,0,
layout,drive_gt1_frac,0.108,
route,post_drt_via_cell_ratio,4.95,
cts,clockBufferDepth,2,
setup_path,worstSetupPathType,"reg2reg",
floorplanning,core.rowCount,23,
synth,synth-edff-count,30,
cts,post_cts_buffers,0,
worst_hold_path,hold_class,"in2async",
synth,synthTopCellsByArea,"edfxtp_1, mux2_1, dfrtp_1, ha_1, nor2b_1",
synth,avgSynthCellArea,12.6,sq um
global_routing,antenna_found_initial,0,
layout,finalInstanceArea,2140,sq um
place,dp_slack,278,ps
cts,post_cts_resize_count,0,
timing,tightestPinTransition,466,ps
cts,numCtsBuffers,5,
run,warnings,29,
power_and_ir_drop,peakVddDrop,0.000424,V
timing,setup_tns,0,ps
timing,clock.fmax,494,MHz
route,routed_wl,2880,microns
place,dpl.hpwl,2010,microns
power_and_ir_drop,p_leak,0.800,nW
cts,clock_latency,290,ps
setup_path,cp.required,2240,ps
global_routing,track_usage,0.148,
global_routing,grt_pass1_wl,4820,microns
cts,cts_tree,"yes",
floorplanning,die_w,67.8,microns
timing,rsz0062_at_grt,"false",
route,drc,0,
timing,setup_slack,274,ps
synth,largest_area_cell,"edfxtp_1",
synth,yosys_area,1730,sq um
floorplanning,pin_count,25,
route,num_vias,1069,
cts,htreeDepth,2,
place,port-buffer-count,24,
synth,ys.flop_type,"edfxtp_1",
synth,ys_cells,137,
timing,fin_skew,8.95,ps
route,drtAntennaViolNets,0,
synth,netlist_area,1730,sq um
setup_path,cp_max_fo,10,
setup_path,crit_start,"bit_cnt[0]",
timing,hold_viol_final,0,
cts,cts-root-buf,"clkbuf_8",
route,drt_pass1_iterations,4,
timing,drv_slew,0,
synth,ys_seq_share,0.593,
global_routing,overflow,0,
timing,hold_ws,385,ps
layout,area_growth,23.7,%
route,drt_iter0_drc,64,
power_and_ir_drop,pwr_density_cell,833,nW/um^2
global_routing,first_global_vias,1025,
floorplanning,coreArea,4090,sq um
synth,yosys_warnings,3,
synth,ys_ff,35,
synth,synth.distinct_cells,37,
route,antenna-diode-count,0,
cts,clk_pin_slew,70,ps
timing,relSlewSlack,0.689,
global_routing,grt_max_degree,16,
setup_path,crit_path_end_kind,"flop",
setup_path,arrival,1960,ps
cts,cts_sinks,35,
==> routing by layer <==
metal	wire length (microns)	global-route usage	vias up
met2	1240	0.212	29
met5	0	0	-
met1	1420	0.232	485
met4	69	0.0313	0
li1	-	-	548
met3	151	0.0514	7
==> final timing paths <==
path,to,slack (ps),cells after the start
hold / removal,cs[4],390,1
setup reg to reg,rx_data[9],270,4
min in group clk0,cs[4],450,1
setup / recovery,rx_data[9],270,4
hold reg to reg,cs[4],450,1
max in group asynchronous,cs[0],1660,1
==> critical path, stage by stage (launching register included) <==
cell and delay (ps):
edfxtp_1 540, ha_1 340, nand3_1 100, o21ai_1 240
o21a_1 460
==> where the power goes <==
part	total, mW	internal (mW)	switching [mW]
Combinational	0.326	0.172	0.154
Clock	0.550	0.322	0.228
Sequential	0.909	0.820	0.0889
Total	1.78	1.31	0.471
==> area by class of cell <==
| cell class | count | area [sq um] | share of cell area |
|---|---|---|---|
| clock buffer | 5 | 68.8 | 0.0321 |
| tap | 50 | 62.6 | 0.0292 |
| timing repair buffer | 27 | 263 | 0.123 |
| multi-input combinational | 89 | 651 | 0.304 |
| clock inverter | 3 | 43.8 | 0.0204 |
| sequential | 35 | 1030 | 0.480 |
| inverter | 7 | 26.3 | 0.0123 |
==> kinds of logic (layout without fill, tap and decap cells) <==
family,Yosys count,in the layout,synth area share
DFF,35,35,0.593
muxes,12,12,0.0831
and+or+nand+nor,49,49,0.152
buffers and inverters,13,42,0.0311
AOI/OAI and AO/OA,17,17,0.0694
adders and majority gates,7,7,0.0506
xor gates and xnor gates,4,4,0.0202
==> stage by stage <==
step,util,instances,power [mW]
4_1_cts,0.524,216,1.81
2_1_floorplan,-,137,1.11
3_5_place_dp,0.497,208,1.25
5_1_grt,0.524,216,1.88
3_3_place_gp,0.497,208,1.24
6_report,0.524,216,1.78
==> synthesized netlist by cell type (2+ instances only) <==
cell and n:
inv_1 6, mux2i_1 2, and2_1 3, nor3_1 4, nor3_2 2, o21ai_1 2, xor2_1 3, nor2_1 9
a32o_1 2, clkbuf_1 2, nand2_1 9, nand3_1 4, buf_2 4, edfxtp_1 30, dfrtp_1 4, a21oi_1 6
ha_1 7, nor2b_1 11, mux2_1 9
Power is estimated from default activity; no workload was simulated.
