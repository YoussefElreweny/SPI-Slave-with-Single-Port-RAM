$ cat flow/config.mk
export PLATFORM = sky130hd
export DESIGN_NAME = ram
export DESIGN_NICKNAME = ram
export VERILOG_FILES = /design/flow/design.v
export SDC_FILE = /design/flow/constraint.sdc
export NUM_CORES = 4
export LEC_CHECK = 1
export CORE_UTILIZATION = 40
$ cat flow/constraint.sdc
current_design ram

set clk_period 1.0
set clk_io_pct 0.2

create_clock -name clk0 -period $clk_period

set non_clock_inputs [all_inputs -no_clocks]
set_input_delay [expr $clk_period * $clk_io_pct] -clock clk0 $non_clock_inputs
set_output_delay [expr $clk_period * $clk_io_pct] -clock clk0 [all_outputs]
$ cat flow/design.v
module ram(din,rx_valid,dout,tx_valid,clk,rst_n);
parameter MIN_DEPTH = 256;
parameter ADDR_SIZE = 8;
input [9:0] din;
input clk,rst_n,rx_valid;
output reg [7:0] dout;
output reg tx_valid;
reg [7:0] mem [0 : MIN_DEPTH-1];
reg [7:0] addr_reg;
always @(*) begin
    if (~rst_n) begin
        dout<=0;
        tx_valid<=0;
        addr_reg<=0;
    end
    else begin
        if (rx_valid) begin
            case (din[9:8])
                2'b00: begin 
                    addr_reg <= din[7:0];   
                    tx_valid <= 1'b0; 
                end
                2'b01: begin
                    mem[addr_reg] <= din[7:0];   
                    tx_valid <= 1'b0; 
                end
                2'b10: begin 
                    addr_reg <= din[7:0]; 
                    tx_valid <= 1'b0; 
                end   
                2'b11: begin 
                    dout <= mem[addr_reg]; 
                    tx_valid <= 1'b1; 
                end   
            endcase
        end 
        else begin
            tx_valid <= 1'b0;   
        end
    end
end
endmodule
$ cat flow/run.sh
#!/bin/bash
# OpenROAD 26Q1-2900-gdf79404cd8, Yosys 0.63+post, stock flow scripts
make -C /OpenROAD-flow-scripts/flow DESIGN_CONFIG=/design/flow/config.mk WORK_HOME=/design/flow/orfs finish
==> results.sh <==
# flow metrics
export IMPL_seqCellArea_um2=31000
export IMPL_peakVddDrop_uv=304
export IMPL_final_area_um2=51000
export IMPL_setup_viol=0
export IMPL_relSlewSlack=0.0223
export IMPL_unclocked_regs=2064
export IMPL_yosysTopAreaCellShare=0.639
export IMPL_first_iter_violations=5807
export IMPL_synth_mux_area_fraction=0.000206
export IMPL_num_rows=127
export IMPL_numPortBuffers=21
export IMPL_ff_type="dlxtn_1"
export IMPL_min_period_ns=0.856
export IMPL_hold_buffers=0
export IMPL_top_area_cell="dlxtn_1"
export IMPL_die_x_um=350
export IMPL_fin_util=0.425
export IMPL_status="finished clean"
export IMPL_area_leaders="dlxtn_1 64%, nand3_1 7.7%, a22oi_1 6.2%"
export IMPL_fmax_mhz=1170
export IMPL_syn_inst=5029
export IMPL_slowest_delay_ns=0.20
export IMPL_grt_pass1_vias=41265
export IMPL_cts_setup_buffers=0
export IMPL_adder_share=0
export IMPL_dpl_worst_slack_ns=-0.575
export IMPL_area_delta_synth_final_pct=5.15
export IMPL_edf_count=0
export IMPL_finalHoldViolCount=0
export IMPL_io_pins=22
export IMPL_critPathMaxFanout=3
export IMPL_cp_start_kind="input port"
export IMPL_viasPerCell=7.05
export IMPL_ant_nets=0
export IMPL_slew_viol_final=0
export IMPL_hold_depth=4
export IMPL_hold_slack_ns=0.816
export IMPL_aoi_share=0.155
export IMPL_synthesis_area_um2=48500
export IMPL_synth_warnings=2
export IMPL_path_cells="buf_6, nand3_2, nor2_1, dlygate4sd2_1"
export IMPL_grt_first_pass_wirelength_um=374000
export IMPL_warnings=50
export IMPL_synth_lib_cells_used_distinct=71
export IMPL_path_buffers=2
export IMPL_crit_path_end_kind="primary output"
export IMPL_core_um2=120000
export IMPL_vias=45712
export IMPL_antenna_found_initial=49
export IMPL_cts_resized=23
export IMPL_place_congestion=1.09
export IMPL_grt_setup_unrepaired="false"
export IMPL_hold_path_class="in -> out"
export IMPL_grt_max_degree=153
export IMPL_drt_total_wl_um=283000
export IMPL_placedCellCount=6437
export IMPL_final_cells=6487
export IMPL_critPathRequiredTime_ns=0.80
export IMPL_dr_pass1_iters=9
export IMPL_post_dp_hpwl_um=183000
export IMPL_die_h_um=350
export IMPL_dpl_cell_area_um2=50900
export IMPL_initCoreUtil=0.404
export IMPL_drc_errors=0
export IMPL_crit_slowest_cell="dlygate4sd2_1"
export IMPL_p_leak_uw=0.0213
export IMPL_xor_area_frac=0.000361
export IMPL_num_fill_cells=11672
export IMPL_grt_usage=0.477
export IMPL_drive_gt1_frac=0.0611
export IMPL_cpLargestDelayFamily="buffers and inverters"
export IMPL_logic_family="simple AND/OR/NAND/NOR gates"
export IMPL_fin_ws_ns=0.144
export IMPL_synth_area_yosys_um2=48500
export IMPL_wire_per_inst_um=43.7
export IMPL_power_density_nw_per_um2=198
export IMPL_untimed_endpoints=2072
export IMPL_layout_area_comb_um2=15900
export IMPL_critical_path_class="in -> out"
export IMPL_worst_pin_slew_ns=1.46
export IMPL_crit_cells=4
export IMPL_ys_flops=2064
export IMPL_largest_reg_flops=2048
export IMPL_grt_ovfl_total=0
export IMPL_postSynthAreaPerCell_um2=9.65
export IMPL_async_flop_share=0
export IMPL_cap_violations=0
export IMPL_synthSimpleGateAreaFrac=0.165
export IMPL_arrival_ns=0.66
export IMPL_die_area_um2=123000
export IMPL_period_used=0.856
export IMPL_ys_cells=5029
[cells by family after synthesis]
kind of cell	count (synthesis)
latches	2064
simple gates	1510
compound gates	998
buf+inv	454
xor+xnor	2
mux	1
[final cells by class]
type,instances,share of cell area
inverters,5,0.000368
well taps,1612,0.0395
diodes,50,0.00245
multi-input cells,2511,0.311
flip-flops and latches,2064,0.608
repair buffers,245,0.0389
[cells in the mapped netlist, types with 5 or more instances]
cell and number:
a32oi_1 90, a32o_1 9, buf_4 22, nor4b_1 7, a311oi_1 7, nand4bb_1 8
nand3_1 743, and4b_1 9, a221oi_1 34, or4_1 30, o21ai_0 24, a222oi_1 72
o211ai_1 24, a31oi_1 7, nand2_1 226, a21oi_1 60, a22o_1 42, inv_1 5
buf_1 94, nor3_1 25, nand4_1 183, a2111oi_0 10, and4_1 10, nor4_1 86
and3_1 14, nor4bb_1 12, and2_1 9, o22ai_1 176, dlxtn_1 2064, o2111ai_1 9
nand4b_1 7, a22oi_1 401, buf_2 152, nor2_1 106, or4b_2 5, clkbuf_1 181
[through the flow]
stage	TNS (ns)	total power (uW)
final	0	10100
after global routing	0	10500
after CTS	0	9850
after detailed placement	-0.575	9810
after global placement	-0.623	9700
after floorplan	0	7260
[routing by layer]
layer	vias to the layer above	wire length, um	track usage
met5	-	545	0.0294
li1	18133	-	-
met2	4022	110000	0.617
met1	22395	95600	0.566
met4	44	24300	0.307
met3	1118	52700	0.334
[final timing paths]
path | startpoint | end | slack [ns]
worst min-delay path | din[9] | tx_valid | 0.82
worst max-delay path | din[8] | tx_valid | 0.14
[cell usage in the layout (no fill, tap or decap), types with 5 or more instances in the layout]
| cell | n |
|---|---|
| buf_4 | 219 |
| nor4b_2 | 5 |
| o22ai_1 | 176 |
| a22oi_1 | 401 |
| a32oi_1 | 90 |
| clkdlybuf4s50_1 | 8 |
| a222oi_1 | 72 |
| or4_1 | 30 |
| dlxtn_1 | 2056 |
| and3_1 | 14 |
| nand2_1 | 226 |
| and2_1 | 9 |
| diode_2 | 50 |
| buf_12 | 5 |
| a221oi_1 | 34 |
| clkbuf_8 | 8 |
| nor2_1 | 106 |
| and4_1 | 8 |
| nor4bb_4 | 12 |
| o21ai_0 | 24 |
| nor3_1 | 24 |
| a31oi_1 | 7 |
| a311oi_1 | 7 |
| nor4_1 | 84 |
| dlxtn_2 | 8 |
| o211ai_1 | 24 |
| nand4bb_1 | 5 |
| a22o_1 | 42 |
| or4b_2 | 5 |
| a21oi_1 | 60 |
| a32o_1 | 9 |
| a2111oi_0 | 9 |
| and4b_4 | 8 |
| nand4b_1 | 7 |
| nand4_1 | 183 |
| o2111ai_1 | 9 |
| nand3_1 | 742 |
[power by group]
group / internal, uW / total [uW] / switching, uW / leakage [uW]
Sequential: 5290 / 6390 / 1090 / 0.0168
Clock: 0.000151 / 0.000151 / 0 / 0.000000419
Combinational: 708 / 3710 / 3010 / 0.00446
Power and IR drop assume default switching activity.
